[design/flow/design.v]
`timescale 1ns / 1ps
module hazard_unit (
    input  wire [4:0] rs_E, rt_E,      
    input  wire [4:0] write_reg_M,
    input  wire [4:0] write_reg_W,
    input  wire       reg_write_M,
    input  wire       reg_write_W,
    input  wire [4:0] rs_D, rt_D,      
    input  wire [4:0] rt_E_load,       
    input  wire       mem_to_reg_E,    
    output reg  [1:0] forward_a_E,
    output reg  [1:0] forward_b_E,
    output wire       stall_F,         
    output wire       stall_D,         
    output wire       flush_E          
);
    wire lwstall;   
    always @(*) begin
        if (reg_write_M && (write_reg_M != 0) && (write_reg_M == rs_E))
            forward_a_E = 2'b10;
        else if (reg_write_W && (write_reg_W != 0) && (write_reg_W == rs_E))
            forward_a_E = 2'b01;
        else
            forward_a_E = 2'b00;
        if (reg_write_M && (write_reg_M != 0) && (write_reg_M == rt_E))
            forward_b_E = 2'b10;
        else if (reg_write_W && (write_reg_W != 0) && (write_reg_W == rt_E))
            forward_b_E = 2'b01;
        else
            forward_b_E = 2'b00;
    end
    assign lwstall = mem_to_reg_E && ((rt_E_load == rs_D) || (rt_E_load == rt_D));
    assign stall_F = lwstall;
    assign stall_D = lwstall;
    assign flush_E = lwstall;
endmodule
[design/flow/run.sh]
#!/bin/bash
# OpenROAD 26Q1-2900-gdf79404cd8, Yosys 0.63+post, stock flow scripts
make -C /OpenROAD-flow-scripts/flow DESIGN_CONFIG=/design/flow/config.mk WORK_HOME=/design/flow/orfs finish
[design/flow/config.mk]
export PLATFORM = sky130hd
export DESIGN_NAME = hazard_unit
export DESIGN_NICKNAME = hazard_unit
export VERILOG_FILES = /design/flow/design.v
export SDC_FILE = /design/flow/constraint.sdc
export NUM_CORES = 4
export LEC_CHECK = 1
export CORE_AREA = 10 10 72 72
export DIE_AREA = 0 0 82 82
[design/flow/constraint.sdc]
current_design hazard_unit

set clk_period 1.8
set clk_io_pct 0.2

create_clock -name clk0 -period $clk_period

set non_clock_inputs [all_inputs -no_clocks]
set_input_delay [expr $clk_period * $clk_io_pct] -clock clk0 $non_clock_inputs
set_output_delay [expr $clk_period * $clk_io_pct] -clock clk0 [all_outputs]
==> results.txt <==
run results: Hold Vio Cnt, Final=0, I/O pin count=45, final count of negative-setup-slack endpoints=4, Final Critical Period=1960 ps, Critical Path Start Type=primary input, RSZ-0062 raised after global routing=yes, Yosys Warn Count=1, layout cells sized above 1=36.1%, Routed WL per cell=12.1 µm, crit path cell chain=buf_6, or4_4, o21ai_4, nor4_2, nor4_1, buf_2, FF/Latch Area=0 µm², mapped cell area=385 µm², Slew @ Worst Pin=255 ps, worst min-delay path class=primary input to output port, YS chip area=about 390 µm², status=finished, violations left, pre-CTS setup slack=-946 ps, PnR worst setup slack=-163 ps, crit path from=write_reg_M[3], worst-path fanout max=2, period utilization=109%, Seq share, synth=0%, Synth Instances=roughly 50, Lkg Pwr=0.000458 µW, VDD IR max=0.0000464 V, antenna viol nets, final=0, die area=6720 µm², placed cell count=156, grt ovf=0, overall power=209 µW, required time worst endpoint=1440 ps, Worst Path Arrival=1600 ps, synthesized area per cell=~7.7 µm², fmax=509 MHz, first-pass GRT wire length=2.73 mm, number of I/O port buffers=45, Core Util at FP=10.4%, non-filler cells, final=156, drt pass-1 iters=2, max_slew headroom=approximately 83%, vias in the first global route=580, CP max stage delay=approximately 540 ps, pwr dens=201 nW/µm², crit path capture type=output port, clock buffers=0, DR vias=around 550, Post-CTS Setup Repair Bufs=0, CP max stage cell=or4_4, Vias/cell=3.49, CTS Hold Bufs=0, Iteration-0 DRC Markers=19, antenna violations before repair=0, total track usage=5.01%, Setup CP Type=primary input to output port, seq_cells=0, Pins Over Slew Limit=0, core footprint=3690 µm², die height=82 µm, Synth cell types=12, tool warnings=34, die extent in x=82 µm, Area Growth Syn to Fin=170%, Antenna Diode Count=0, cells in synth_stat.txt=50, largest net degree at the start of global routing=4, Max-cap violations=0, RePlAce Congestion=0.811, Post-DP HPWL=1.76 mm, # rows=22, violated checks=negative setup slack, DRC Markers=0, Hold Path Origin=rs_E[0], DRT Wirelength=1.89 mm
## metrics by stage
stage	util, %	instance area (µm²)	hold slack, ps	TNS [ps]
CTS	27.6	1020	1280	-581
global route	28.2	1040	1210	-695
detailed placement	26.9	993	1690	-4710
floorplan	-	385	793	0
finish	28.2	1040	1160	-454
global placement	26.9	993	1680	-4590
## power breakdown
group | total [µW] | leakage (µW) | switching (µW) | internal, µW
Combinational | 209 | 0.000458 | 79.4 | 130
Clock | 0 | 0 | 0 | 0
Sequential | 0 | 0 | 0 | 0
## cells in the mapped netlist
cell type | number | area, µm²
o22ai_1 | 1 | 6.26
buf_4 | 2 | 15.0
nand4_1 | 4 | 25.0
nand2_1 | 2 | 7.51
o21ai_2 | 1 | 8.76
nor2_1 | 1 | 3.75
and2_1 | 1 | 6.26
or4_1 | 2 | 15.0
xor2_1 | 6 | 52.6
nor4_1 | 4 | 25.0
xnor2_1 | 24 | 210
nand3_1 | 2 | 10.0
## worst max-delay path: cells and delay by family
kind                   cells  cell delay [ps]
AND-OR/OR-AND              1              180
AND/OR/NAND/NOR            3              830
buffers and inverters      2              230
## layout by cell type, fill, tap and decap left out, drive strengths merged
cell type	n
and2	1
buf	21
clkbuf	4
clkdlybuf4s15	8
clkdlybuf4s50	5
dlygate4sd2	18
dlymetal6s2s	4
nand2	2
nand3	2
nand4	4
nor2	1
nor4	4
o21ai	1
o22ai	1
or4	2
xnor2	24
xor2	6
## layer usage
metal	track usage (%)	wire (µm)	part of all wire (%)	vias to the layer above
li1	-	-	-	290
met1	6.01	675	36	245
met2	9.48	1110	59	10
met3	0.991	104	5.5	0
met4	0	0	0	0
met5	0	0	0	-
## timing repair
| item | 4_1_cts | 5_1_grt |
|---|---|---|
| pin swaps | 22 | 12 |
| gates resized | 73 | 18 |
| endpoints found under the setup margin | 7 | 7 |
## logic make-up (layout without fill, tap and decap cells)
group	Yosys count	in the layout	synth area share, %
XOR/XNOR	30	30	68.2
AND/OR/NAND/NOR	16	16	24.0
AND-OR/OR-AND	2	2	3.90
buffers and inverters	2	60	3.89
## worst paths after layout
path	slack (ps)	cells after the start	endpoint
min	1160	5	forward_a_E[0]
max	-160	6	forward_b_E[0]
## cell type report
| type | count | area [µm²] |
|---|---|---|
| Fill cell | 403 | 2650 |
| Timing Repair Buffer | 60 | 522 |
| Multi-Input combinational cell | 48 | 458 |
| Tap cell | 48 | 60.1 |
Power and IR drop assume default switching activity.
