==> flow/design.v <==
module shift_register #(
    parameter WIDTH = 32   
)(
    input  wire             clk,              
    input  wire             rst_n,            
    input  wire [1:0]       ctrl,             
    input  wire [WIDTH-1:0] d_in,             
    input  wire             serial_in_left,   
    input  wire             serial_in_right,  
    output reg  [WIDTH-1:0] q_out             
);
    always @(posedge clk or negedge rst_n) begin
        if (!rst_n) begin
            q_out <= {WIDTH{1'b0}};
        end
        else begin
            case (ctrl)
                2'b00: begin
                    q_out <= q_out;
                end
                2'b01: begin
                    q_out <= {serial_in_right, q_out[WIDTH-1:1]};
                end
                2'b10: begin
                    q_out <= {q_out[WIDTH-2:0], serial_in_left};
                end
                2'b11: begin
                    q_out <= d_in;
                end
                default: begin
                    q_out <= q_out;
                end
            endcase
        end
    end
endmodule
==> flow/run.sh <==
#!/bin/bash
# OpenROAD 26Q1-2900-gdf79404cd8, Yosys 0.63+post, stock flow scripts
make -C /OpenROAD-flow-scripts/flow DESIGN_CONFIG=/design/flow/config.mk WORK_HOME=/design/flow/orfs finish
==> flow/config.mk <==
export PLATFORM = sky130hd
export DESIGN_NAME = shift_register
export DESIGN_NICKNAME = shift_register
export VERILOG_FILES = /design/flow/design.v
export SDC_FILE = /design/flow/constraint.sdc
export NUM_CORES = 4
export LEC_CHECK = 1
export CORE_UTILIZATION = 40
==> flow/constraint.sdc <==
current_design shift_register

set clk_period 1.5
set clk_io_pct 0.2

create_clock -name clk0 -period $clk_period [get_ports {clk}]

set non_clock_inputs [all_inputs -no_clocks]
set_input_delay [expr $clk_period * $clk_io_pct] -clock clk0 $non_clock_inputs
set_output_delay [expr $clk_period * $clk_io_pct] -clock clk0 [all_outputs]
==> out/qor.log <==
qor: synthesis.flops_latches_synth 32
qor: synthesis.area_figure_in_the_yosys_stat_output 1630 µm²
qor: synthesis.mappedNetlistArea 1630 µm²
qor: final_layout.nFillCells 243
qor: global_routing.grt_first_pass_wirelength 5320 µm
qor: synthesis.gate_count_of_the_mapped_netlist 72
qor: global_routing.number_of_antenna_violations_at_the_first_check_in_global_routing 0
qor: global_routing.maximum_number_of_pins_on_one_net_before_global_route_repair 33
qor: run_status.status finished clean
qor: die.coreArea 3770 µm²
qor: die.ioPinCount 70
qor: die.die_h 65.8 µm
qor: routing.dr.first_iter.drc_count 51
qor: setup_path.crit_path_top_delay_cell sky130_fd_sc_hd__clkdlybuf4s50_1
qor: timing.fin_setup_tns 0 ns
qor: timing.maxSlewHeadroom 86.8%
qor: setup_path.cp_top_family buffers and inverters
qor: timing.fmax 685 MHz
qor: timing.tightest_slew 0.198 ns
qor: final_layout.regArea 801 µm²
qor: synthesis.ys_top_cells_by_area sky130_fd_sc_hd__dfrtp_1 (49%), sky130_fd_sc_hd__mux4_2 (41%), sky130_fd_sc_hd__buf_12 (3.7%)
qor: timing.final_max_slew_viol_count 0
qor: cts.clock_tree.htree_level_count 2
qor: final_layout.largest_reg_flops 32
qor: routing.num_vias 1,104
qor: run.warnings 26
qor: timing.layout_worst_path_cycle_share 97.3%
qor: timing.period_needed 1.46 ns
qor: timing.clock_skews 0.00782 ns
qor: routing.drc_errors 0
qor: setup_path.timing.critical_path.arrival 1.16 ns
qor: setup_path.r2r_end q_out[23]$_DFFE_PN0P_
qor: cts.hold_bufs_inserted_after_cts 0
qor: die.floorplan.die_area 4330 µm²
qor: synthesis.synth_cell_type_count 7
qor: placed_design.place.detailed.hpwl 2320 µm
qor: routing.viasPerCell 5.36
qor: setup_path.worstPathRequired 1.20 ns
qor: placed_design.portBuffers 69
qor: pwr.static-leakage-power 1.05 nW
qor: final_layout.layout-area-overhead-vs-synth 58.5%
qor: cts.cts_inserted_buffers 5
qor: setup_path.critical_path.max_stage_delay 0.48 ns
qor: routing.post_drt_wl_per_cell 16.3 µm
qor: setup_path.critical_path_peak_fanout 4
qor: routing.drt-pass1-iter-count 4
qor: routing.diodes_inserted 0
qor: final_layout.fin_cells 206
qor: cts.clk_root_buffer_cell sky130_fd_sc_hd__clkbuf_8
qor: routing.detail-route-antenna-nets 0
qor: placed_design.dpl.cell_count 188
qor: final_layout.gate_area 728 µm²
qor: synthesis.synth.yosys.warnings 1
qor: synthesis.seq_total_area_yosys 49.2%
qor: setup_path.timing_worst_setup_path_type reg2out
qor: min_path.holdCritPathClass in2async
qor: die.std_cell_rows 22
qor: synthesis.ys_cells 72
qor: synthesis.synthDominantCellAreaShare 49.2%
qor: global_routing.vias_in_the_first_global_route 1,148
qor: setup_path.critical_path.cell_chain clkdlybuf4s50_1
qor: final_layout.drive_above_1_share 34.8%
qor: global_routing.global_route.usage.total 17.4%
qor: die.chipWidth 65.8 µm
qor: cts.clkSlewWorstSetupHoldPaths 0.07 ns
qor: setup_path.rr_startpoint q_out[22]$_DFFE_PN0P_
qor: setup_path.ff2ff_path_depth 2
qor: final_layout.top_register q_out
qor: global_routing.globalRouteOverflowTotal 0
qor: cts.max-clock-path-buffers 2
qor: routing.routed_wl 3350 µm
qor: synthesis.syn-mean-instance-area 22.6 µm²
qor: setup_path.cp-start-kind flip-flop
qor: placed_design.gp_routability_congestion 0.783
qor: setup_path.r2r_setup_slack 0.38 ns
qor: cts.clkSinkCount 32
qor: setup_path.setup.worst_path.end_class output port
qor: final_layout.layout_top_registers q_out: 32 flops
qor: die.core_density_at_floorplan 43.2%
qor: pwr.power_density 1180 nW/µm²
qor: cts.clk-insertion-delay-late 0.28 ns
qor: setup_path.critPathBufInv 1
qor: cts.tritoncts built
qor: pwr.ir_worst_vdd 0.633 mV
qor: synthesis.top_area_cell sky130_fd_sc_hd__dfrtp_1
qor: timing.setup_viol_count_final 0
qor: timing.hold_viol_final 0
qor: run.max_cap_viol_count 0
-- cell type report --
cell class | instances | area share, %
Clock inverter | 2 | 1.36
Sequential cell | 32 | 31.0
Multi-Input combinational cell | 32 | 28.2
Tap cell | 48 | 2.33
Timing Repair Buffer | 86 | 34.3
Clock buffer | 6 | 2.81
-- repair_timing --
item	in CTS	in global routing
endpoints found under the setup margin	0	11
resized	0	4
buffers inserted	0	10
endpoints found under the hold margin	0	0
-- how the worst max path moves through the flow --
stage	endpoint	slack (ns)	start	cells after the start
6_report	q_out[21]	0.04	q_out[21]$_DFFE_PN0P_	1
5_1_grt	q_out[7]	-0.01	q_out[7]$_DFFE_PN0P_	1
4_1_cts	q_out[2]	0.01	q_out[2]$_DFFE_PN0P_	1
-- placed cells by master (no fill, tap or decap) --
| cell | netlist | layout |
|---|---|---|
| sky130_fd_sc_hd__clkdlybuf4s50_1 | 0 | 64 |
| sky130_fd_sc_hd__dfrtp_1 | 32 | 32 |
| sky130_fd_sc_hd__mux4_2 | 30 | 30 |
| sky130_fd_sc_hd__buf_4 | 1 | 12 |
| sky130_fd_sc_hd__clkbuf_8 | 0 | 5 |
| sky130_fd_sc_hd__buf_12 | 3 | 5 |
| sky130_fd_sc_hd__dlymetal6s2s_1 | 0 | 4 |
| sky130_fd_sc_hd__mux4_1 | 2 | 2 |
| sky130_fd_sc_hd__bufinv_16 | 0 | 1 |
| sky130_fd_sc_hd__clkinv_2 | 0 | 1 |
| sky130_fd_sc_hd__clkbuf_1 | 0 | 1 |
| sky130_fd_sc_hd__buf_2 | 2 | 1 |
-- worst register-to-register path, stage by stage, from the launching register on --
cell and delay, ns:
sky130_fd_sc_hd__dfrtp_1 0.42, sky130_fd_sc_hd__buf_4 0.15, sky130_fd_sc_hd__mux4_2 0.43
-- where the power goes --
part	switching (W)	total (W)	internal, W	leakage (nW)
Combinational	0.000166	0.000982	0.000816	0.625
Sequential	0.000198	0.00127	0.00107	0.375
Clock	0.000310	0.000802	0.000492	0.0552
-- logic make-up after synthesis --
family / share of synthesized area (%)
buf+inv: 6.14
mux: 44.7
flops: 49.2
-- layer usage --
| metal | track usage, % | up-vias | wire, µm | part of all wire [%] |
|---|---|---|---|---|
| met5 | 0 | - | 0 | 0 |
| met4 | 2.72 | 0 | 59 | 1.8 |
| met3 | 7.34 | 7 | 270 | 8.1 |
| met2 | 23.1 | 50 | 1470 | 44 |
| met1 | 29.7 | 567 | 1560 | 46 |
| li1 | - | 480 | - | - |
-- metrics by stage --
stage	hold slack, ns	util (%)	total power (W)	instance area, µm²	worst slack, ns
6_report	0.382	68.5	0.00305	2580	0.0399
5_1_grt	0.384	68.5	0.00322	2580	-0.00996
4_1_cts	0.384	66.2	0.00301	2500	0.0134
3_5_place_dp	0.608	63.4	0.00218	2390	-0.102
3_3_place_gp	0.602	63.4	0.00218	2390	-0.0778
2_1_floorplan	0.00441	-	0.00158	1630	0.323
-- Yosys cell counts --
cell type,instances
sky130_fd_sc_hd__buf_6,2
sky130_fd_sc_hd__mux4_2,30
sky130_fd_sc_hd__buf_4,1
sky130_fd_sc_hd__buf_12,3
sky130_fd_sc_hd__dfrtp_1,32
sky130_fd_sc_hd__mux4_1,2
sky130_fd_sc_hd__buf_2,2
No activity file was given, so power comes from the tool's default toggle rates.
