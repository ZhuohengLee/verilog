<file path="/design/flow/design.v">
`timescale 1ns / 1ps
module pwm_controller #(
    parameter CLK_FREQ = 50_000_000,   
    parameter PWM_FREQ = 10_000        
)(
    input  wire        clk,
    input  wire        rst_n,
    input  wire        enable,
    input  wire [7:0]  duty_cycle,     
    output reg         pwm_out
);
    localparam PERIOD = CLK_FREQ / PWM_FREQ;
    localparam COUNTER_WIDTH = $clog2(PERIOD);
    reg [COUNTER_WIDTH-1:0] counter;
    wire [COUNTER_WIDTH-1:0] threshold;
    assign threshold = (duty_cycle * PERIOD) >> 8;   
    always @(posedge clk or negedge rst_n) begin
        if (!rst_n)
            counter <= 0;
        else if (enable) begin
            if (counter >= PERIOD - 1)
                counter <= 0;           
            else
                counter <= counter + 1;
        end else
            counter <= 0;
    end
    always @(posedge clk or negedge rst_n) begin
        if (!rst_n)
            pwm_out <= 0;
        else if (enable)
            pwm_out <= (counter < threshold);   
        else
            pwm_out <= 0;
    end
endmodule
</file>
<file path="/design/flow/run.sh">
#!/bin/bash
# OpenROAD 26Q1-2900-gdf79404cd8, Yosys 0.63+post, stock flow scripts
make -C /OpenROAD-flow-scripts/flow DESIGN_CONFIG=/design/flow/config.mk WORK_HOME=/design/flow/orfs finish
</file>
<file path="/design/flow/config.mk">
export PLATFORM = sky130hd
export DESIGN_NAME = pwm_controller
export DESIGN_NICKNAME = pwm_controller
export VERILOG_FILES = /design/flow/design.v
export SDC_FILE = /design/flow/constraint.sdc
export NUM_CORES = 4
export LEC_CHECK = 1
export CORE_UTILIZATION = 30
</file>
<file path="/design/flow/constraint.sdc">
current_design pwm_controller

set clk_period 4.3
set clk_io_pct 0.2

create_clock -name clk0 -period $clk_period [get_ports {clk}]

set non_clock_inputs [all_inputs -no_clocks]
set_input_delay [expr $clk_period * $clk_io_pct] -clock clk0 $non_clock_inputs
set_output_delay [expr $clk_period * $clk_io_pct] -clock clk0 [all_outputs]
</file>
==> run summary <==
impl run done, here's what came out: Relative slew margins 0.586, 1st-iter DRT viols 48, post-synth cell types 38, CP Depth 18, die extent in y 83.7 microns, fraction of registers with async set/reset 1.00, Hold WS 0.506 ns, Largest stage delay, worst path 0.55 ns, H-tree levels 1, worst-path cell chain buf_6 -> fa_1 -> fa_1 -> ha_1 -> inv_1 -> fa_1 -> inv_2 -> ha_4 -> nand2_2 -> or3_4 -> o211ai_1 -> a21oi_1 -> xor2_1 -> ha_1 -> buf_4 -> nand4_1 -> o2111ai_1 -> a21oi_1, status complete, but fails checks, synthesized instance count 210, cell type with the largest total area after synthesis ha_1, Design Area, Final 2560 sq um, Power Dens Cells 355 nW/um^2, antenna-violating nets left 0, num rows 29, Die Size 7000 sq um, top_reg_cell synth dfrtp_1, EDFF count, synth 0, drt wl/cell 10.9 microns, Hold Path Depth 1, Setup violations, final 1, global-route wire length before repair 6280 microns, Hold-fix buffers, CTS 0, share of cells above drive strength 1 0.248, Hold Violations, Final 0, CP Launch Type primary input, CP endpoint kind register, yosys stat area 2000 sq um, clock sinks 14, worst hold path class reg -> reg, MI comb area 1630 sq um, Worst-path clk slew 0.05 ns, area share of the largest cell type after synthesis 0.319, RSZ-0062 raised after global routing true, number of max-cap violations 0, Yosys Instances 210, hpwl dp 3080 microns, core area 6390 sq um, cycle use final 1.07, Routed WL 3620 microns, Worst R2R Path Depth 6, routed vias 1541, Final Wtd Congestion 0.889, Syn Area/Cell 9.53 sq um, flops & latches, synth 14, TritonCTS clock tree yes, Mapped Area 2000 sq um, Max Root-Sink Buffers 2, DRT Pass-1 Iters 4, initial antenna violation count 0, count leader, synth ha_1, most used cell, CP fa_1, Worst Slack Setup Final -0.304 ns, Slew @ Worst Pin 0.618 ns, Final min period 4.60 ns, via/cell ratio 4.66, Core Density at Floorplan 0.313, synth cell count leaders ha_1, inv_1, nor2_1, Main area contributors ha_1, dfrtp_1, fa_1, # port buffers 11, Antenna Cells 0, register area 350 sq um, clk latency of the worst-skew pair 0.24 ns, critical path arrival 4.72 ns, # DRC 0, CP bufs+invs 4, root buffer cell clkbuf_8, largest net degree at the start of global routing 15, Log Warnings 29, Fmax achieved 217 MHz, Die Wd 83.7 microns, failing checks negative setup slack, slowest stage cell on the critical path fa_1, FILL cells 630, gr usage total 0.109, sequential element share of the synthesized area 0.175, CP max FO 2, Setup CP Type in -> reg, grt total ovfl 0, DP Area 2410 sq um, synth warn 1, pre-CTS setup slack -1.03 ns, number of global-route vias before repair 1413, clk_skew 0.00246 ns, number of clock buffers inserted by TritonCTS 3, Area growth syn-to-layout 27.8%, data required time at the worst endpoint 4.42 ns, CP top delay family adder cells, I/O Pins 12, max-slew violations 0, Leak Pwr 1.28 nW, Peak supply drop 0.208 mV
==> where the power goes <==
part / switching (mW) / internal (mW)
clock: 0.0420 / 0.0618
sequential: 0.00305 / 0.135
combinational: 0.310 / 0.356
total: 0.355 / 0.552
==> stage by stage <==
| step | total power, mW | util | instances | setup TNS [ns] |
|---|---|---|---|---|
| 2_1_floorplan | 0.530 | - | 210 | -0.364 |
| 4_1_cts | 0.867 | 0.389 | 328 | -0.376 |
| 6_report | 0.907 | 0.400 | 331 | -0.304 |
| 3_5_place_dp | 0.724 | 0.378 | 324 | -1.03 |
| 5_1_grt | 1.01 | 0.400 | 331 | -0.455 |
| 3_3_place_gp | 0.714 | 0.378 | 324 | -0.985 |
==> per-layer routing <==
| layer | up-vias | part of all wire | global-route usage |
|---|---|---|---|
| met5 | - | 0 | 0 |
| met4 | 0 | 0.012 | 0.0123 |
| met3 | 4 | 0.019 | 0.0120 |
| met2 | 11 | 0.44 | 0.163 |
| met1 | 712 | 0.52 | 0.180 |
| li1 | 814 | - | - |
==> sequential cells by signal, summed over array words and instances, names as in the netlist <==
register,count
counter,13
pwm_out,1
==> cell families (layout without fill, tap and decap cells) <==
| kind of cell | Yosys count | count (layout) | synth area share |
|---|---|---|---|
| XOR/XNOR | 19 | 19 | 0.0832 |
| buffers and inverters | 29 | 73 | 0.0582 |
| AND-OR/OR-AND | 34 | 34 | 0.120 |
| adder cells (fa/ha/maj) | 63 | 63 | 0.439 |
| AND/OR/NAND/NOR | 51 | 51 | 0.124 |
| flip-flops | 14 | 14 | 0.175 |
==> worst reg2reg max path, cell delays in order (launching register included) <==
cell and delay [ns]:
dfrtp_1 0.41, ha_1 0.25, nand2_1 0.13, a31oi_1 0.11, o31ai_2 0.25, nand2_2 0.22, nor2_1 0.16
==> final timing paths <==
kind                                       from              endpoint  slack (ns)
max                               duty_cycle[5]     pwm_out$_DFF_PN0_       -0.30
min                        counter[0]$_DFF_PN0_  counter[0]$_DFF_PN0_        0.51
max reg2reg                counter[0]$_DFF_PN0_  counter[6]$_DFF_PN0_        2.69
min reg2reg                counter[0]$_DFF_PN0_  counter[0]$_DFF_PN0_        0.51
max in group asynchronous                 rst_n  counter[0]$_DFF_PN0_        2.89
min in group asynchronous                 rst_n  counter[9]$_DFF_PN0_        1.01
==> repair_timing <==
| action | CTS | global route |
|---|---|---|
| pin swaps | 23 | 28 |
| resized | 26 | 16 |
| endpoints found under the setup margin | 1 | 1 |
| setup buffers | 1 | 3 |
==> placed cells by master (no fill, tap or decap), drive strengths merged, types with 3 or more instances in the layout <==
master         instances
nor2b                  3
ha                    51
a21o                   4
dfrtp                 14
o21ai                  5
buf                   34
nand3                  7
nand2                 10
clkdlybuf4s50          4
inv                   28
nor2                  19
fa                    12
a21oi                 13
clkbuf                 5
xnor2                  8
xor2                  11
nand4                  3
==> cell type report <==
cell class / count / share of cell area
multi-input combinational: 167 / 0.638
sequential: 14 / 0.137
timing repair buffer: 42 / 0.130
inverter: 28 / 0.0411
tap: 77 / 0.0377
clock buffer: 3 / 0.0162
Power and IR drop assume default switching activity.
